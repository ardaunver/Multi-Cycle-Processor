## design/flow/run.sh

```bash
#!/bin/bash
# OpenROAD 26Q1-2900-gdf79404cd8, Yosys 0.63+post, stock flow scripts
make -C /OpenROAD-flow-scripts/flow DESIGN_CONFIG=/design/flow/config.mk WORK_HOME=/design/flow/orfs finish
```

## design/flow/config.mk

```make
export PLATFORM = sky130hd
export DESIGN_NAME = Adder
export DESIGN_NICKNAME = Adder
export VERILOG_FILES = /design/flow/design.v
export SDC_FILE = /design/flow/constraint.sdc
export NUM_CORES = 4
export LEC_CHECK = 1
export CORE_AREA = 10 10 94 94
export DIE_AREA = 0 0 104 104
export SYNTH_HDL_FRONTEND = slang
```

## design/flow/constraint.sdc

```tcl
current_design Adder

set clk_period 14.5
set clk_io_pct 0.2

create_clock -name clk0 -period $clk_period

set non_clock_inputs [all_inputs -no_clocks]
set_input_delay [expr $clk_period * $clk_io_pct] -clock clk0 $non_clock_inputs
set_output_delay [expr $clk_period * $clk_io_pct] -clock clk0 [all_outputs]
```

## design/flow/design.v

```verilog
module Adder #(parameter WIDTH=32)
    (
	  input	[WIDTH-1:0] DATA_A,
	  input	[WIDTH-1:0] DATA_B,
	  output [WIDTH-1:0] OUT
    );
assign OUT = DATA_A + DATA_B;
endmodule	 
```

==> qor.tcl <==
set qor(result_of_the_run) {finished clean}
set qor(post_synth_instance_area_mm2) 0.001744
set qor(core_area_mm2) 0.006832
set qor(period_needed_ns) 8.767
set qor(synthesis.yosys.warnings) 0
set qor(wirelength_um) 5827
set qor(detail_route.drc_violations) 0
set qor(drt-vias-per-instance) 5.031
set qor(vdd.ir_drop.worst_uv) 23.50
set qor(n_clock_buffer) 0
set qor(rsz0062_at_grt) {false}
set qor(fraction_of_layout_instances_using_a_drive_strength_above_1_pct) 3.067
set qor(grt_pass1_vias) 2037
set qor(timing.critical_path.from_type) {primary input}
set qor(compound_area_share_pct) 39.31
set qor(p_leak_nw) 1.176
set qor(pin_count) 96
set qor(floorplan.die.width_um) 104
set qor(critical_path_required_ns) 11.60
set qor(core.rowCount) 30
set qor(port-buffer-count) 96
set qor(report.final.hold_viol_count) 0
set qor(logic_family) {AND-OR/OR-AND gates}
set qor(ys_cells) 241
set qor(maxCapViolCount) 0
set qor(max-slew-margin-rel_pct) 64.25
set qor(yosys.stat.chipArea_mm2) 0.001744
set qor(dominant_logic_cell_type_in_the_layout) {clkdlybuf4s50_1}
set qor(grt.overflow.total) 0
set qor(crit_path_end) {OUT[26]}
set qor(holdCritPathClass) {in -> out}
set qor(worstSetupPathType) {in -> out}
set qor(grt_antenna_before_repair) 0
set qor(pwr_density_cell_mw_per_mm2) 47.85
set qor(adder_share_pct) 23.39
set qor(floorplan.die.height_um) 104
set qor(detailroute.via_count) 2123
set qor(yosys-mux-area-fraction_pct) 1.148
set qor(detail_route.antenna_diodes) 0
set qor(tool_warnings) 32
set qor(seqCellArea_um2) 0
set qor(layout.sequential_cells) 0
set qor(fin_setup_tns_ns) 0
set qor(worst_setup_path_end_kind) {primary output}
set qor(fp_util_pct) 25.53
set qor(cts_hold_buf) 0
set qor(grt_max_degree) 11
set qor(area_growth_pct) 59.47
set qor(critPathMaxFanout) 4
set qor(yosys.cell_types.count) 50
set qor(fp.dieArea_mm2) 0.01082
set qor(detailed_place.area_mm2) 0.002781
set qor(globalplace.congestion) 0.8188
set qor(grt_pass1_wl_um) 9756
set qor(detail_route.first_pass.iterations) 4
set qor(worst-slew-pin-transition_ns) 0.5227
set qor(fin_area_mm2) 0.002781
set qor(average_cell_area_after_synthesis_um2) 7.237
set qor(count_of_mapped_cells_out_of_synthesis) 241
set qor(drt.antenna.violating_nets) 0
set qor(groute.usage.overall_pct) 10.31
set qor(synthXorXnorAreaFrac_pct) 14.06
set qor(worst_setup_path_startpoint) {DATA_A[0]}
set qor(synth-simple-area-share_pct) 18.29
set qor(worst_ep_arrival_time_ns) 5.87
set qor(post_cts_buffers) 0
set qor(detailed_place_hpwl_um) 5167
set qor(finalClockPeriodUsage_pct) 60.47
set qor(initialDrtViolationCount) 77
set qor(avgRoutedWirePerCell_um) 13.81
set qor(layout_top_cells) {clkdlybuf4s50_1 (96), ha_1 (31), a21oi_1 (29)}
set qor(synth-seq-area-share_pct) 0
set qor(slew_viol_final) 0
set qor(finalSetupViolations) 0
set qor(max_freq_mhz) 114.1
set qor(post_cts_resize_count) 0
cells in the mapped netlist (2+ instances only):
master,n,area share [%]
ha_1,31,22
a21oi_1,29,8.3
a21o_1,19,8.2
nand2_1,18,3.9
xor2_1,15,7.5
o21ai_0,13,3.7
xnor2_1,13,6.5
nor2_1,12,2.6
nand3_1,10,2.9
clkbuf_1,8,1.7
nand4_1,8,2.9
inv_1,6,1.3
nor3_1,4,1.1
o21bai_1,4,1.7
a211oi_1,3,1.3
a31oi_1,3,1.1
o211ai_1,3,1.3
or2_2,3,1.1
a311oi_1,2,1.0
buf_2,2,0.57
mux2i_1,2,1.1
nand2b_1,2,0.72
o21a_1,2,0.86
o221ai_1,2,1.0
o311ai_1,2,1.0
cells by family after synthesis:
group	count (synthesis)
AOI/OAI and AO/OA	97
xor gates and xnor gates	28
adders and majority gates	32
buffers and inverters	17
muxes	2
and+or+nand+nor	65
cell type report:
cell class                 instances  area [um^2]
fill                             700         4050
inverter                           6        22.52
multi-input combinational        224         1678
tap                               96        120.1
timing repair buffer              96        960.9
report_power, final:
part / leakage (nW) / total (mW) / switching, mW / internal [mW]
logic: 1.18 / 0.133 / 0.0528 / 0.0803
clock network: 0 / 0 / 0 / 0
registers: 0 / 0 / 0 / 0
total: 1.18 / 0.133 / 0.0528 / 0.0803
worst min-delay path by stage:
stage / cells after the start / start / slack [ns] / end
5_1_grt: 3 / DATA_B[0] / 6.87 / OUT[0]
4_1_cts: 3 / DATA_B[0] / 6.84 / OUT[0]
6_report: 3 / DATA_B[0] / 6.83 / OUT[0]
worst max-delay path, cell delays in order:
cell	delay [ns]
clkdlybuf4s50_1	0.40
ha_1	0.24
fa_1	0.40
a21o_1	0.22
a31o_2	0.27
nand3_1	0.09
o221ai_1	0.25
a311oi_1	0.35
o21bai_1	0.11
xor2_1	0.13
clkdlybuf4s50_1	0.50
through the flow:
| step | total power [mW] | hold WS (ns) | std cells | utilization, % | setup slack [ns] |
|---|---|---|---|---|---|
| final | 0.1331 | 6.826 | 422 | 40.71 | 5.733 |
| after global placement | 0.1347 | 6.834 | 422 | 40.71 | 5.779 |
| after floorplan | 0.06406 | 5.872 | 241 | - | 6.875 |
| after global routing | 0.1484 | 6.868 | 422 | 40.71 | 5.573 |
| after CTS | 0.1354 | 6.841 | 422 | 40.71 | 5.730 |
| after detailed placement | 0.1342 | 6.842 | 422 | 40.71 | 5.742 |
metal layers:
metal	share of wire, %	routed length (um)	global-route usage (%)
met5	0	0	0
met4	0	0	0
met3	6.5	376	2.193
met2	45	2619	16.71
met1	49	2831	14.49
Power is estimated from default activity; no workload was simulated.
